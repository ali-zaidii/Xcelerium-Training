File: design/flow/design.v
package vga_pkg;
    parameter H_DISPLAY    = 640;
    parameter H_FRONT      = 16;
    parameter H_SYNC       = 96;
    parameter H_BACK       = 48;
    parameter H_TOTAL      = 800;
    parameter V_DISPLAY    = 480;
    parameter V_FRONT      = 10;
    parameter V_SYNC       = 2;
    parameter V_BACK       = 33;
    parameter V_TOTAL      = 525;
    parameter PIXEL_CLK_DIV = 2;  
    typedef enum logic [2:0] {
        IDLE,
        HORIZONTAL_SYNC,
        HORIZONTAL_BACK_PORCH,
        DISPLAY_ACTIVE,
        HORIZONTAL_FRONT_PORCH
    } vga_state_t;
endpackage
package alu_pkg;
    typedef enum logic [2:0] {
        ADD,
        SUB,
        AND_OP,
        OR_OP,
        XOR_OP,
        SHIFT_LEFT,
        SHIFT_RIGHT
    } alu_op_t;
endpackage
module mult8x8_adder_tree (
    input  logic        clk,
    input  logic        rst_n,
    input  logic        en,
    input  logic [7:0]  A_in,
    input  logic [7:0]  B_in,
    output logic [15:0] P_out
);
    logic [7:0] A, B;
    always_ff @(posedge clk or negedge rst_n) begin
        if (!rst_n) begin
            A <= '0;
            B <= '0;
        end
        else if (en) begin
            A <= A_in;
            B <= B_in;
        end
    end
    logic [15:0] pp [7:0];
    genvar i;
    generate
        for (i = 0; i < 8; i++) begin
            assign pp[i] = B[i] ? (A << i) : 16'd0;
        end
    endgenerate
    logic [15:0] s1_0, s1_1, s1_2, s1_3;
    assign s1_0 = pp[0] + pp[1];
    assign s1_1 = pp[2] + pp[3];
    assign s1_2 = pp[4] + pp[5];
    assign s1_3 = pp[6] + pp[7];
    logic [15:0] s2_0, s2_1;
    assign s2_0 = s1_0 + s1_1;
    assign s2_1 = s1_2 + s1_3;
    logic [15:0] product_comb;
    assign product_comb = s2_0 + s2_1;
    always_ff @(posedge clk or negedge rst_n) begin
        if (!rst_n)
            P_out <= 16'd0;
        else if (en)
            P_out <= product_comb;
    end
endmodule
File: design/flow/run.sh
#!/bin/bash
# OpenROAD 26Q1-2900-gdf79404cd8, Yosys 0.63+post, stock flow scripts
make -C /OpenROAD-flow-scripts/flow DESIGN_CONFIG=/design/flow/config.mk WORK_HOME=/design/flow/orfs finish
File: design/flow/config.mk
export PLATFORM = sky130hd
export DESIGN_NAME = mult8x8_adder_tree
export DESIGN_NICKNAME = mult8x8_adder_tree
export VERILOG_FILES = /design/flow/design.v
export SDC_FILE = /design/flow/constraint.sdc
export NUM_CORES = 4
export LEC_CHECK = 1
export CORE_UTILIZATION = 40
File: design/flow/constraint.sdc
current_design mult8x8_adder_tree

set clk_period 5.5
set clk_io_pct 0.2

create_clock -name clk0 -period $clk_period [get_ports {clk}]

set non_clock_inputs [all_inputs -no_clocks]
set_input_delay [expr $clk_period * $clk_io_pct] -clock clk0 $non_clock_inputs
set_output_delay [expr $clk_period * $clk_io_pct] -clock clk0 [all_outputs]
==> results.txt <==
yosys + openroad results -> Synth flops=32, Syn Area/Cell=10.40 sq um, total CTS buffers=5, DR WL/cell=between 10 and 15 um, count leader, synth=and2_1, logic area=~2200 sq um, Pwr Total=~0.0018 W, synth warn=2, crit path cell chain=and2_1 > fa_1 > fa_1 > fa_1 > ha_1 > ha_1 > fa_1 > a211oi_2 > o21bai_1 > a2111o_1 > o311ai_1, logic gate share of total power=69.4%, clock share of power=between 10% and 20%, setup slack after placement=1154 ps, Reg power frac=between 20% and 30%, Commonest cells post-synth=45 x and2_1, 39 x inv_1, 38 x fa_1, 32 x dfrtp_1, 31 x ha_1, crit path DAT=4540 ps, R2R cell count=11, Die Area=between 8000 and 9000 sq um, Core Footprint=slightly below 8000 sq um, Worst R2R End=P_out[11], dpl hpwl=between 5 and 6 mm, Leakage=1.739 nW, worst min path class=reg2reg, DRC Markers=0, GR Util All Layers=approximately 19%, Late-Pin Clk Latency=290 ps, Internal Power=0.0009708 W, top area contributor share=between 20 and 30%, final hold vios=0, slowest stage delay, CP=roughly 560 ps, YS chip area=roughly 3200 sq um, H-tree depth=2, clk sink count=32, DR vias/cell=4.953, yosys cell count=308, tool warning count=25, area leader, netlist=dfrtp_1, n_diodes=0, first drt pass iteration count=4, Clock Path Buffers=2, power density cells=about 480 nW/um^2, Clock Pin Slew Worst Setup and Hold Paths=~80 ps, worst-path cell with the longest stage delay=fa_1, Area contributors post-synth=dfrtp_1 25%, fa_1 24%, ha_1 12%, Die Width=a little over 90 um, cells after synthesis=roughly 300, nature of the critical path endpoint=flip-flop, CP startpoint kind=flip-flop, CP endpoint=P_out[11], PortBufs=34, Worst Setup SP=B[0], Synth cell types=about 40, global-route wire length before repair=between 10 and 15 mm, Max VDD drop=355.2 uV, R2R Setup Slk=roughly 1100 ps, Register Area=800.8 sq um, vias in the first global route=2360, worst endpoint required time=between 5000 and 6000 ps, layout cell share with drive strength beyond 1=between 10% and 20%, Final Max Slew Viols=0, Post-CTS Resized=0, share of synthesized registers carrying an async set or reset=100.0%, row count=32, I/O Pins=35, GPL Wtd Cong=between 0.8 and 0.9, CP max FO=9, max-cap viol count=0, Filler cells=around 700, hold_buf cts=0, Clock Skews=6.049 ps, Crit path top cell by count=fa_1, FP Core Util=41.45%, Critical R2R Launch=B[0], Area growth, synth to finish=16.33%, number of nets with antenna violations after routing=0, die height=91.49 um, Post CTS Setup Buffer Count=0, initial DRC count=between 100 and 150, switching part of the total=between 40% and 50%, final wirelength=about 6.6 mm, Seq/Total Area, Yosys=approximately 25%, Slew headroom=68.99%, vias=about 2200, largest net degree at the start of global routing=39, CTS tree=done, Worst Tran Pin Value=465.2 ps, final tally of setup violations=0, RSZ-0062 raised after global routing=false, CTS root buf=clkbuf_8, hold slack=around 500 ps, fin crit period=about 4400 ps, initial antenna violation count=0, flip-flops with a built-in enable=0, final setup margin=1149 ps, grt ovf=0, ys flop type=dfrtp_1, NetSw=about 0.00083 W, Fin Setup TNS=0 ps, kind of critical path=reg2reg, outcome=completed, Cell Area, Synth=approximately 3200 sq um, f_max=229.8 MHz, post-layout period usage=slightly below 80%
==> critical path, delay by kind of cell (launching register included) <==
| family | cells | cell delay [ps] |
|---|---|---|
| adder cells (fa/ha/maj) | 6 | 2560 |
| AND-OR/OR-AND | 4 | 970 |
| flip-flops | 1 | 510 |
| AND/OR/NAND/NOR | 1 | 220 |
==> area by class of cell <==
class                      instances  share of cell area (%)
clock inverter                     3                  0.5037
multi-input combinational        228                   59.27
clock buffer                       5                   1.847
sequential                        32                   21.49
timing repair buffer              36                   9.537
inverter                          39                   3.929
tap                              102                   3.425
==> metrics by stage <==
step	area (sq um)	std cells	util [%]
floorplan	3203	308	-
global placement	3638	437	47.09
detailed placement	3638	437	47.09
CTS	3726	445	48.22
global route	3726	445	48.22
finish	3726	445	48.22
==> state kept, by name, indices dropped and copies added (netlist names) <==
| register | cells |
|---|---|
| P_out | 16 |
| B | 8 |
| A | 8 |
==> worst min-delay path by stage <==
| stage | start | to | slack, ps | depth (start not counted) |
|---|---|---|---|---|
| after CTS | P_out[9] | P_out[9] | 490 | 1 |
| after global routing | P_out[8] | P_out[8] | 530 | 1 |
| final | P_out[9] | P_out[9] | 490 | 1 |
==> cells by family after synthesis <==
logic type / count (synthesis) / synth area share, %
XOR/XNOR: 2 / 0.5470
AND/OR/NAND/NOR: 93 / 15.63
AND-OR/OR-AND: 41 / 8.867
flip-flops: 32 / 25.00
adder cells (fa/ha/maj): 69 / 35.86
buffers and inverters: 48 / 6.055
multiplexers: 23 / 8.047
==> cell usage in the layout, fill, tap and decap left out, types with 2 or more instances in the layout <==
cell	n
dfrtp_1	32
ha_1	31
and2_1	45
fa_1	38
and3_1	2
buf_4	2
or3_1	2
nand4_1	3
o2bb2ai_1	2
nor2b_1	2
nor3_1	2
o21ai_0	8
nor2_1	7
mux2_2	22
a21oi_1	6
clkdlybuf4s50_1	34
o211ai_1	3
a21o_1	2
inv_1	39
xnor2_1	2
a211oi_1	5
o21ai_1	2
clkbuf_8	5
a31oi_1	2
o21bai_1	2
nand3_1	3
nand2_1	24
clkinv_2	2
==> routing by layer <==
| metal | routed length [um] | vias to the layer above | GRT usage (%) |
|---|---|---|---|
| met2 | 3084 | 34 | 28.01 |
| li1 | - | 1087 | - |
| met3 | 279 | 4 | 3.827 |
| met1 | 3232 | 1079 | 30.03 |
| met4 | 47 | 0 | 1.852 |
| met5 | 0 | - | 0 |
==> power by group through the flow <==
stage     Sequential (W)  Combinational [W]  Clock (W)
4_1_cts         0.000362            0.00127   0.000196
5_1_grt         0.000372            0.00145   0.000203
6_report        0.000361            0.00125   0.000188
Power figures rest on the tool's default switching activity, not on a simulated workload.
