### design/flow/config.mk
export PLATFORM = sky130hd
export DESIGN_NAME = counter
export DESIGN_NICKNAME = counter
export VERILOG_FILES = /design/flow/design.v
export SDC_FILE = /design/flow/constraint.sdc
export NUM_CORES = 4
export LEC_CHECK = 1
export CORE_UTILIZATION = 30
### design/flow/constraint.sdc
current_design counter

set clk_period 5.6
set clk_io_pct 0.2

create_clock -name clk0 -period $clk_period [get_ports {clk_50mhz}]

set non_clock_inputs [all_inputs -no_clocks]
set_input_delay [expr $clk_period * $clk_io_pct] -clock clk0 $non_clock_inputs
set_output_delay [expr $clk_period * $clk_io_pct] -clock clk0 [all_outputs]
### design/flow/design.v
package vga_pkg;
    parameter H_DISPLAY    = 640;
    parameter H_FRONT      = 16;
    parameter H_SYNC       = 96;
    parameter H_BACK       = 48;
    parameter H_TOTAL      = 800;
    parameter V_DISPLAY    = 480;
    parameter V_FRONT      = 10;
    parameter V_SYNC       = 2;
    parameter V_BACK       = 33;
    parameter V_TOTAL      = 525;
    parameter PIXEL_CLK_DIV = 2;  
    typedef enum logic [2:0] {
        IDLE,
        HORIZONTAL_SYNC,
        HORIZONTAL_BACK_PORCH,
        DISPLAY_ACTIVE,
        HORIZONTAL_FRONT_PORCH
    } vga_state_t;
endpackage
package alu_pkg;
    typedef enum logic [2:0] {
        ADD,
        SUB,
        AND_OP,
        OR_OP,
        XOR_OP,
        SHIFT_LEFT,
        SHIFT_RIGHT
    } alu_op_t;
endpackage
module clk_1hz (
    input  logic clk_50mhz,
    input  logic reset,
    output logic clock_1hz
);
    localparam int DIV_COUNT = 25_000_000;
    logic [$clog2(DIV_COUNT)-1:0] count;
    always_ff @(posedge clk_50mhz or posedge reset) begin
        if (reset) begin
            count  <= '0;
            clock_1hz <= 1'b0;
        end
        else if (count == DIV_COUNT-1) begin
            count  <= '0;
            clock_1hz <= ~clock_1hz;
        end
        else begin
            count <= count + 1'b1;
        end
    end
endmodule
module counter #(
    parameter N = 8
)(
    input  logic        clk_50mhz,
    input  logic        rst,
    input  logic        en,
    input  logic        up_dn,
    output logic [6:0]   HEX0, HEX1, HEX2
);
	 logic [N-1:0] count;
	 logic clk;
	 logic [3:0] hundreds, tens, ones;
    always_ff @(posedge clk or posedge rst) begin
        if (rst)
            count <= '0;
        else if (en) begin
            if (up_dn)
                count <= count + 1;
            else
                count <= count - 1;
        end
    end
    dec7seg d0 (
	 .dec(ones), 
	 .seg(HEX0)
	 );
    dec7seg d1 (
	 .dec(tens), 
	 .seg(HEX1)
	 );
	 dec7seg d2 (
	 .dec(hundreds), 
	 .seg(HEX2)
	 );
always_comb begin
    if (count >= 8'd200) begin
        hundreds = 4'd2;
        tens     = (count - 8'd200) / 8'd10;
        ones     = (count - 8'd200) % 8'd10;
    end
    else if (count >= 8'd100) begin
        hundreds = 4'd1;
        tens     = (count - 8'd100) / 8'd10;
        ones     = (count - 8'd100) % 8'd10;
    end
    else begin
        hundreds = 4'd0;
        tens     = count / 8'd10;
        ones     = count % 8'd10;
    end
end
	 clk_1hz divider( 
	 .clk_50mhz(clk_50mhz),
	 .reset(rst),
	 .clock_1hz(clk)
	 );
endmodule
module dec7seg (
    input  logic [3:0] dec,
    output logic [6:0] seg    
);
    always_comb begin
        case (dec)
            4'd0: seg = 7'b1000000;
            4'd1: seg = 7'b1111001;
            4'd2: seg = 7'b0100100;
            4'd3: seg = 7'b0110000;
            4'd4: seg = 7'b0011001;
            4'd5: seg = 7'b0010010;
            4'd6: seg = 7'b0000010;
            4'd7: seg = 7'b1111000;
            4'd8: seg = 7'b0000000;
            4'd9: seg = 7'b0010000;
            default: seg = 7'b1111111;  
        endcase
    end
endmodule
### design/flow/run.sh
#!/bin/bash
# OpenROAD 26Q1-2900-gdf79404cd8, Yosys 0.63+post, stock flow scripts
make -C /OpenROAD-flow-scripts/flow DESIGN_CONFIG=/design/flow/config.mk WORK_HOME=/design/flow/orfs finish
==> results.toml <==
# flow metrics
[yosys]
xor_share_pct = 9.79
synthArstFlopShare_pct = 100
synthTopLogicFamily = "AND-OR/OR-AND gates"
ys_seq_elements = 34
yosys_warnings = 3
ys_chip_area_sq_um = 3110
aoi_share_pct = 23.9
synth.most_common_cell = "dfrtp_1"
simple_gate_share_pct = 19.5
synth_stat.cells = 362
synthAdderAreaFrac_pct = 10.2
synth_cells = 362
top_cells_by_count = "dfrtp_1, nor2_1, a21oi_1"
top_area_share_pct = 27.4
yosys-mux-area-fraction_pct = 4.11
synth_seq_share_pct = 27.4
edf_count = 0
synth_area_per_cell_sq_um = 8.58
flop_cell = "dfrtp_1"
top_area_cell = "dfrtp_1"
netlist_area_sq_um = 3110
synthDistinctLibCells = 66
top_cells_by_area = "dfrtp_1, ha_1, a21oi_1"

[power_and_ir_drop]
switching_share_pct = 20.6
seqPwrFrac_pct = 60.5
p_per_area_nw_per_um2 = 89.0
internal-power_uw = 247
p_comb_share_pct = 7.8
p_total_uw = 311
clkPwrFrac_pct = 31.7
p_sw_uw = 63.9
ir_worst_vdd_v = 0.0000854
leakage_nw = 1.51

[place]
place_inst = 508
placed_cell_area_sq_um = 3450
pre_cts_slack_ns = 3.20
place.gp.congestion = 0.832
port-buffer-count = 23
hpwlAfterDp_um = 4500

[finish]
fin_cells = 511
logic_area_sq_um = 2100
fin_util_pct = 35.2
area_growth_pct = 12.4
seqCellArea_sq_um = 851
postLayoutCellArea_sq_um = 3490
drive_above_1_share_pct = 8.99
nFillCells = 1028

[global_routing]
grt_pass1_vias = 2463
grt_start_max_net_pins = 35
grt_antenna_before_repair = 0
grt_overflow = 0
track_usage_pct = 11.6
grt_pass1_wl_um = 10800

[timing]
worst_slew_pin_slew_ns = 0.807
fmax_ghz = 0.414
untimed_endpoints = 28
relSlewSlack_pct = 46.1
finalHoldViolations = 0
worst_slack_ns = 3.18
tns_ns = 0
fin_worst_skew_ns = 0.00357
layout_min_cycle_time_ns = 2.42
holdWs_ns = 0.487
unclocked_regs = 8
period_used_pct = 43.2
rsz0062_at_grt = "no"
setup_viol = 0
slew_violations = 0

[route]
wl_um = 5830
drt-initial-drc-count = 101
drc_errors = 0
antennaDiodeCount = 0
wl_per_cell_um = 11.4
via_per_inst = 5.01
final_antenna_net_count = 0
vias = 2558
dr.pass1.iters = 4

[setup_path]
critPathMaxFanout = 7
cp.arrival_ns = 2.61
startpoint = "divider.count[0]"
cp-start-kind = "register"
path_class = "reg2reg"
cp-end-kind = "register"
required_ns = 5.79
regToRegStartpoint = "divider.count[0]"

[worst_hold_path]
hp-class = "reg2reg"
hold_path_startpoint = "divider.count[0]"

[clocking]
clkTransAtPathRegs_ns = 0.08
clock_path_buffers = 2
cts_tree = "done"
clock_latency_ns = 0.26
h-tree-depth = 1
post_cts_buffers = 0
cts_hold_repair.buffers = 0
cts-root-buf = "clkbuf_8"
ctsResizeCount = 0
cts_made_buffers = 3

[floorplan]
fp-utilization_pct = 31.3
row_count = 36
ios = 25
die_w_um = 104
core_sq_um = 9910
chipArea_sq_um = 10800
die-height_um = 104

[flow_run]
maxCapViolations = 0
warning_count = 36

[run_status]
status = "completed"
[layout make-up]
cell class	count	share of cell area [%]
Sequential cell	34	24.4
Clock buffer	3	1.18
Inverter	22	2.44
Tap cell	133	4.77
Timing Repair Buffer	25	7.03
Multi-Input combinational cell	294	60.2
[flip-flops by register name, indices dropped and copies added, names as in the netlist]
signal             flops
divider.count         25
count                  8
divider.clock_1hz      1
[power groups by stage]
stage	clock, mW	combinational, mW	sequential [mW]
after CTS	0.104	0.0251	0.188
after global routing	0.113	0.0284	0.188
final	0.0985	0.0242	0.188
[metal layers]
layer | track usage (%) | share of wire, % | up-vias
li1 | - | - | 1336
met1 | 17.0 | 51 | 1177
met2 | 19.6 | 46 | 43
met3 | 1.09 | 2.5 | 2
met4 | 0.918 | 0.29 | 0
met5 | 0 | 0 | -
[cell usage in the layout, fill, tap and decap left out, drive strengths merged, types with 4 or more instances in the layout]
cell / Yosys / final
inv: 22 / 22
clkdlybuf4s50: 0 / 23
a211oi: 6 / 6
xnor2: 18 / 18
nor3: 5 / 5
or2: 4 / 4
o2bb2ai: 4 / 4
xor2: 15 / 15
o21a: 4 / 4
and2: 5 / 5
nand2: 29 / 29
o21bai: 4 / 4
a21oi: 34 / 34
or3: 5 / 5
a21o: 5 / 5
o21ai: 20 / 20
and3: 6 / 6
mux2i: 6 / 6
mux2: 6 / 6
a31oi: 5 / 5
nor2: 33 / 33
ha: 23 / 23
nand3: 13 / 13
dfrtp: 34 / 34
[final timing paths]
check	cells after the start	slack, ns	end
worst min-delay path	1	0.49	divider.count[0]
worst min register to register	1	0.49	divider.count[0]
max in group asynchronous	3	4.06	divider.count[0]
min in group asynchronous	3	1.25	divider.count[4]
worst max register to register	9	3.18	divider.count[24]
worst max-delay path	9	3.18	divider.count[24]
[critical path: stages, from the launching register on]
cell     delay [ns]
dfrtp_1        0.39
ha_1           0.19
nand3_1        0.12
nor2_1         0.22
and3_1         0.25
nor2b_1        0.22
and2_1         0.17
nand4_1        0.23
or3_1          0.41
a21oi_1        0.14
[cells by family (layout without fill, tap and decap cells)]
kind of cell    after synthesis  in the layout
compound gates              104            104
xor+xnor                     33             33
flops                        34             34
fa+ha+maj                    25             25
other cells                   1              1
simple gates                119            119
mux                          12             12
buf+inv                      34             50
