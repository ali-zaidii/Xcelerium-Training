==> design/flow/design.v <==
package vga_pkg;
    parameter H_DISPLAY    = 640;
    parameter H_FRONT      = 16;
    parameter H_SYNC       = 96;
    parameter H_BACK       = 48;
    parameter H_TOTAL      = 800;
    parameter V_DISPLAY    = 480;
    parameter V_FRONT      = 10;
    parameter V_SYNC       = 2;
    parameter V_BACK       = 33;
    parameter V_TOTAL      = 525;
    parameter PIXEL_CLK_DIV = 2;  
    typedef enum logic [2:0] {
        IDLE,
        HORIZONTAL_SYNC,
        HORIZONTAL_BACK_PORCH,
        DISPLAY_ACTIVE,
        HORIZONTAL_FRONT_PORCH
    } vga_state_t;
endpackage
package alu_pkg;
    typedef enum logic [2:0] {
        ADD,
        SUB,
        AND_OP,
        OR_OP,
        XOR_OP,
        SHIFT_LEFT,
        SHIFT_RIGHT
    } alu_op_t;
endpackage
module adder_n #(
    parameter int N = 16
)(
    input  logic [N-1:0] a,
    input  logic [N-1:0] b,
    input  logic         cin,
    output logic [N-1:0] sum,
    output logic         cout
);
    logic [N:0] c;
    assign c[0] = cin;
    genvar i;
    generate
        for (i = 0; i < N; i++) begin : FA_GEN
            full_adder fa (
                .a   (a[i]),
                .b   (b[i]),
                .cin (c[i]),
                .sum (sum[i]),
                .cout(c[i+1])
            );
        end
    endgenerate
    assign cout = c[N];
endmodule
module array_mult_8x8 (
    input  logic [7:0] A,
    input  logic [7:0] B,
    output logic [15:0] P
);
    logic [7:0] pp [7:0];
    logic [7:0] sum [7:0];
    logic [7:0] carry;
    genvar i, j;
    generate
        for (i = 0; i < 8; i++) begin
            for (j = 0; j < 8; j++) begin
                assign pp[i][j] = A[j] & B[i];
            end
        end
    endgenerate
    assign sum[0] = pp[0];
    assign carry[0] = 1'b0;
    generate
        for (i = 1; i < 8; i++) begin : ADD_ROWS
            adder_n #(.N(8)) row_adder (
                .a   (pp[i]),
                .b   ({carry[i-1], sum[i-1][7:1]}),
                .cin (1'b0),
                .sum (sum[i]),
                .cout(carry[i])
            );
        end
    endgenerate
    assign P[0] = sum[0][0];
    generate
        for (i = 1; i < 8; i++)
            assign P[i] = sum[i][0];
    endgenerate
    assign P[15:8] = {carry[7], sum[7][7:1]};
endmodule
module full_adder (
    input  logic a,
    input  logic b,
    input  logic cin,
    output logic sum,
    output logic cout
);
    assign sum  = a ^ b ^ cin;
    assign cout = (a & b) | (a & cin) | (b & cin);
endmodule
module multiplier_top (
    input  logic        clk,
    input  logic        rst_n,
    input  logic [7:0]  A_in,
    input  logic [7:0]  B_in,
    output logic [15:0] P_out
);
    logic [7:0]  A_reg, B_reg;
    logic [15:0] P_comb;
    always_ff @(posedge clk or negedge rst_n) begin
        if (!rst_n) begin
            A_reg <= '0;
            B_reg <= '0;
            P_out <= '0;
        end else begin
            A_reg <= A_in;
            B_reg <= B_in;
            P_out <= P_comb;
        end
    end
    array_mult_8x8 u_mult (
        .A(A_reg),
        .B(B_reg),
        .P(P_comb)
    );
endmodule
==> design/flow/run.sh <==
#!/bin/bash
# OpenROAD 26Q1-2900-gdf79404cd8, Yosys 0.63+post, stock flow scripts
make -C /OpenROAD-flow-scripts/flow DESIGN_CONFIG=/design/flow/config.mk WORK_HOME=/design/flow/orfs finish
==> design/flow/config.mk <==
export PLATFORM = sky130hd
export DESIGN_NAME = multiplier_top
export DESIGN_NICKNAME = multiplier_top
export VERILOG_FILES = /design/flow/design.v
export SDC_FILE = /design/flow/constraint.sdc
export NUM_CORES = 4
export LEC_CHECK = 1
export CORE_UTILIZATION = 40
==> design/flow/constraint.sdc <==
current_design multiplier_top

set clk_period 14.6
set clk_io_pct 0.2

create_clock -name clk0 -period $clk_period [get_ports {clk}]

set non_clock_inputs [all_inputs -no_clocks]
set_input_delay [expr $clk_period * $clk_io_pct] -clock clk0 $non_clock_inputs
set_output_delay [expr $clk_period * $clk_io_pct] -clock clk0 [all_outputs]
==> metrics.log <==
[report] extracting results
[metrics] count of hold-fix buffers inserted at cts: 0
[metrics] Final Skew: approximately 3.2 ps
[metrics] core occupancy in the finished layout: 51.1%
[metrics] flip-flop count of the largest register, all copies and words added: 16
[metrics] CTS sink count: 32
[metrics] Port-buffer cells: 33
[metrics] flip-flop and latch count after synthesis: 32
[metrics] total instance count after detailed placement: 284
[metrics] Arr. time, crit path: roughly 9300 ps
[metrics] TritonCTS buffer count: 5
[metrics] antenna violations before repair: 0
[metrics] flop-to-flop setup slack: 5450 ps
[metrics] fill cell total of the finished layout: roughly 510
[metrics] Fin Setup TNS: 0 ps
[metrics] Root Buffer Master: sky130_fd_sc_hd__clkbuf_8
[metrics] initial DRC count: 33
[metrics] cell row count: 27
[metrics] reg2reg start: B_reg[0]
[metrics] global-route wire length before repair: approximately 5.4 mm
[metrics] Slew @ Worst Pin: roughly 400 ps
[metrics] share of the core filled by cells before placement: a little over two fifths
[metrics] area overhead of the layout relative to synthesis: 22.4%
[metrics] CP Launch Type: register
[metrics] final hold violation count: 0
[metrics] Remaining Overflow, GRT: 0
[metrics] count of instantiated cells in the yosys netlist: roughly 180
[metrics] vertical extent of the die: approximately 78 µm
[metrics] pin count of the biggest net entering global routing: 33
[metrics] max capacitance violation total: 0
[metrics] DP Wirelength: 2.47 mm
[metrics] Core Box Area: ~0.0055 mm²
[metrics] H-tree depth reported by CTS: 2
[metrics] area occupied by multi-input gates: 0.00141 mm²
[metrics] CP endpoint kind: register
[metrics] CTS Buffer Depth: 2
[metrics] RSZ-0062 raised after global routing: false
[metrics] number of instances resized during post-cts repair: 0
[metrics] highest ir drop seen on vdd: 0.0818 mV
[metrics] Syn Std Cell Area: roughly 0.0023 mm²
[metrics] source of the worst hold timing path: A_reg[0]
[metrics] Yosys chip area: between 0.002 and 0.0025 mm²
[metrics] DR WL/cell: about 9.8 µm
[metrics] share of final-layout standard cells stronger than drive strength 1: 3.18%
[metrics] run status: finished clean
[metrics] total antenna diodes in the routed design: 0
[metrics] number of endpoints failing setup at the final stage: 0
[metrics] pwr/cell area: between 150 and 200 mW/mm²
[metrics] number of warnings reported in the yosys synthesis log: 6
[metrics] via density per instance: approximately 4.4
[metrics] Total Power Consumption: around 0.00044 W
[metrics] upper clock frequency limit: 109 MHz
[metrics] number of library cell types mapped by synthesis: 6
[metrics] horizontal die size: roughly 78 µm
[metrics] via count: about 1300
[metrics] DRT antenna net count: 0
[metrics] fraction of the yosys area taken by sequential cells: between 30% and 40%
[metrics] DRT Wirelength: 2.85 mm
[metrics] final cell count without fillers: around 290
[metrics] post-route fraction of the period consumed by the critical path: 62.7%
[metrics] min-delay worst type: register to register
[metrics] last weighted congestion value of the routability-driven placer: approximately 0.75
[metrics] Leak: ~1.3 nW
[metrics] clock latency at the later pin of the worst-skew pair: ~270 ps
[metrics] setup repair bufs after CTS: 0
[metrics] aggregate global-route resource usage: between 10% and 20%
[metrics] worst slew margin relative to its limit: approximately three quarters
[metrics] number of global-route vias before repair: 1247
[metrics] first drt pass iteration count: 4
[metrics] worst endpoint required time: approximately 15000 ps
[metrics] Top-Level Pins: 34
[metrics] startpoint-to-endpoint class of the critical path: register to register
[metrics] per-instance average area after synthesis: roughly 13 µm²
[metrics] cell count after synthesis: 178
[metrics] max-slew violation total from the final report: 0
[metrics] remaining design rule violation count: 0
[metrics] Flop area: 801 µm²
[metrics] largest driver fanout on the critical path: 8
[metrics] clock tree from TritonCTS: yes
[metrics] die outline area: 0.00609 mm²
[metrics] Tool Warnings: 25
[metrics] clock input transition at the sequential cells of the worst setup and hold paths: 60 ps
[metrics] clock period minus worst slack: 9150 ps
[metrics] launch point of the worst path: B_reg[0]
==> synth_stat cells <==
library cell,instances,share of area (%)
sky130_fd_sc_hd__nand2_1,19,3.1
sky130_fd_sc_hd__dfrtp_1,32,35
sky130_fd_sc_hd__and2_1,45,12
sky130_fd_sc_hd__fa_1,48,42
sky130_fd_sc_hd__inv_1,26,4.2
sky130_fd_sc_hd__ha_1,8,4.3
==> layout by cell type, fill, tap and decap left out <==
cell | synthesis | layout
sky130_fd_sc_hd__ha_1 | 8 | 8
sky130_fd_sc_hd__inv_1 | 26 | 26
sky130_fd_sc_hd__buf_4 | 0 | 1
sky130_fd_sc_hd__clkbuf_8 | 0 | 6
sky130_fd_sc_hd__clkbuf_1 | 0 | 2
sky130_fd_sc_hd__and2_1 | 45 | 45
sky130_fd_sc_hd__nand2_1 | 19 | 19
sky130_fd_sc_hd__fa_1 | 48 | 48
sky130_fd_sc_hd__clkdlybuf4s50_1 | 0 | 33
sky130_fd_sc_hd__dfrtp_1 | 32 | 32
==> power by group <==
part	switching, W	internal (W)	total [W]
registers	0.00000821	0.000116	0.000124
clock network	0.0000299	0.0000384	0.0000683
logic	0.000116	0.000130	0.000245
total	0.000154	0.000284	0.000437
==> metal layers <==
layer	GRT usage [%]	vias to the layer above	share of wire, %
li1	-	598	-
met1	18.8	645	43
met2	18.1	21	51
met3	2.13	8	3.4
met4	1.85	0	2.0
met5	0	-	0
==> final cells by class <==
class                      instances  share of cell area, %
inverter                          26                   3.45
multi-input combinational        120                   50.0
clock buffer                       8                   3.18
sequential                        32                   28.3
timing repair buffer              34                   11.9
tap                               72                   3.18
==> final timing paths <==
check / to / depth (start not counted)
max in group asynchronous: P_out[6] / 2
min reg2reg: P_out[0] / 1
max: P_out[14] / 25
max reg2reg: P_out[14] / 25
min: P_out[0] / 1
min in group asynchronous: B_reg[4] / 2
==> metrics by stage <==
step,area [µm²],hold WS [ps],setup WS (ps)
2_1_floorplan,2310,532,5660
3_3_place_gp,2740,597,5410
3_5_place_dp,2740,610,5370
4_1_cts,2830,625,5360
5_1_grt,2830,675,5040
6_report,2830,617,5450
==> critical path: stages, from the launching register on <==
cell                      delay, ps
sky130_fd_sc_hd__dfrtp_1        470
sky130_fd_sc_hd__and2_1         170
sky130_fd_sc_hd__ha_1           140
sky130_fd_sc_hd__inv_1           40
sky130_fd_sc_hd__fa_1           370
sky130_fd_sc_hd__fa_1           490
sky130_fd_sc_hd__inv_1           50
sky130_fd_sc_hd__fa_1           400
sky130_fd_sc_hd__fa_1           470
sky130_fd_sc_hd__fa_1           420
sky130_fd_sc_hd__fa_1           470
sky130_fd_sc_hd__fa_1           420
sky130_fd_sc_hd__fa_1           380
sky130_fd_sc_hd__fa_1           470
sky130_fd_sc_hd__fa_1           420
sky130_fd_sc_hd__fa_1           490
sky130_fd_sc_hd__inv_1           50
sky130_fd_sc_hd__fa_1           500
sky130_fd_sc_hd__inv_1           50
sky130_fd_sc_hd__fa_1           400
sky130_fd_sc_hd__fa_1           390
sky130_fd_sc_hd__fa_1           380
sky130_fd_sc_hd__fa_1           380
sky130_fd_sc_hd__fa_1           380
sky130_fd_sc_hd__fa_1           380
sky130_fd_sc_hd__fa_1           430
==> logic make-up (layout without fill, tap and decap cells) <==
logic type	after synthesis	count (layout)	synth area share (%)
AND/OR/NAND/NOR	64	64	15.3
adder cells (fa/ha/maj)	56	56	45.9
flip-flops	32	32	34.6
buffers and inverters	26	68	4.22
Power figures rest on the tool's default switching activity, not on a simulated workload.
